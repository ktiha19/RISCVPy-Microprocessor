File: run.sh
#!/bin/bash
# OpenROAD 26Q1-2900-gdf79404cd8, Yosys 0.63+post, stock flow scripts
make -C /OpenROAD-flow-scripts/flow DESIGN_CONFIG=/design/flow/config.mk WORK_HOME=/design/flow/orfs finish
File: config.mk
export PLATFORM = sky130hd
export DESIGN_NAME = dram
export DESIGN_NICKNAME = dram
export VERILOG_FILES = /design/flow/design.v
export SDC_FILE = /design/flow/constraint.sdc
export NUM_CORES = 4
export LEC_CHECK = 1
export CORE_UTILIZATION = 30
export SYNTH_MEMORY_MAX_BITS = 65536
File: constraint.sdc
current_design dram

set clk_period 2798.1
set clk_io_pct 0.2

create_clock -name clk0 -period $clk_period [get_ports {CLK}]

set non_clock_inputs [all_inputs -no_clocks]
set_input_delay [expr $clk_period * $clk_io_pct] -clock clk0 $non_clock_inputs
set_output_delay [expr $clk_period * $clk_io_pct] -clock clk0 [all_outputs]
File: design.v
module dram(CLK, ADDR, DATA_SEL, DATA_WRITE, DATA_LOW_12BIT, DATA_UPPER_20BIT, DATA_BYTE, MW);
	input CLK;
	input [9:0] ADDR;     
	input [1:0] DATA_SEL;
	input MW;
	input [7:0] DATA_WRITE;
	output [31:20] DATA_LOW_12BIT;
	output [19:0] DATA_UPPER_20BIT;
	output [7:0] DATA_BYTE;
	reg DATA_LOW_12BIT;
	reg DATA_UPPER_20BIT;
	reg DATA_BYTE;
	reg [7:0] mem[0:1023];
	integer i;
	initial begin
		for (i = 0; i < 1024; i = i + 1) begin
			mem[i] = 8'b00000000;
		end
	end
	always @(posedge CLK) begin
		if (MW == 1'b0 & DATA_SEL == 2'b00) begin
			DATA_LOW_12BIT <= {mem[ADDR][7:0], mem[ADDR+1][7:4]};
			DATA_UPPER_20BIT <= 20'bx;
			DATA_BYTE <= 8'bx;
		end
		if (MW == 1'b0 & DATA_SEL == 2'b01) begin
			DATA_UPPER_20BIT <= {mem[ADDR+1][3:0], mem[ADDR+2][7:0], mem[ADDR+3][7:0]};
			DATA_LOW_12BIT <= 12'bx;
			DATA_BYTE <= 8'bx;
		end
		if (MW == 1'b0 & DATA_SEL == 2'b10) begin
			DATA_UPPER_20BIT <= 20'bx;
			DATA_LOW_12BIT <= 12'bx;
			DATA_BYTE <= mem[ADDR];
		end
		if (MW == 1'b1) begin
			mem[ADDR] <= DATA_WRITE;
			DATA_LOW_12BIT <= 12'bx;
			DATA_UPPER_20BIT <= 20'bx;
		end
	end
endmodule
==> qor.yml <==
min_path:
  holdPathEnd: "DATA_UPPER_20BIT[7]"
  holdPathStages: 7
  worstHoldStart: "mem[884][7]"
  hold_class: "reg2reg"
logic_synthesis:
  yosys-stat-area_um2: 491000
  synth_cells: 34200
  edf_count: 8224
  ys_seq_elements: 8224
  yosysWarnings: 1
  netlist_area_um2: 491000
  async_flop_share_pct: 0
  topCellsByArea: "edfxtp_1 50%, mux4_2 23%, mux2i_1 7.5%, nand2_1 2.8%, a211oi_1 2.0%"
  ys.flop_type: "edfxtp_1"
  syn_area_per_cell_um2: 14.3
  postSynthSeqShare_pct: 50.3
  ys_cells: 34200
  yosysTopAreaCellShare_pct: 50.3
  synth_cell_type_count: 92
  top_area_cell: "edfxtp_1"
detailed_routing:
  postRouteAntennaNets: 0
  wl_um: 2270000
  vias_per_cell: 6.33
  wl_per_cell_um: 39.5
  drcViolationCount: 0
  num_vias: 364000
  dr.pass1.iters: 7
  drt-initial-drc-count: 34000
sta:
  setup_viol: 0
  rsz0062_at_grt: "no"
  hold_viol: 0
  setup_tns_ns: 0
  fin_crit_sh_pct: 20.3
  fin_crit_ns: 568.50
  final_max_slew_viol_count: 2
  skew_ns: 0.116
  fmax_mhz: 1.76
  maxSlewHeadroom_pct: -2.66
  worst_slack_ns: 2229.60
  tightestPinTransition_ns: 1.52
worst_setup_path:
  cp_common_cell: "buf_4"
  max_stage_delay_ns: 0.72
  crit_slowest_cell: "buf_4"
  path_class: "in2reg"
  worstPathMaxFanout: 81
  worst-path-buf-inv: 12
  end_kind: "flop"
  start_kind: "input pin"
  worstPathCellList: "buf_16 -> buf_12 -> buf_4 -> buf_12 -> buf_4 -> buf_4 -> buf_4 -> buf_4 -> buf_12 -> buf_4 -> buf_4 -> mux4_2 -> mux4_2 -> mux2i_1 -> buf_4 -> o22ai_1 -> a31oi_1 -> a21oi_1 -> nor4_1 -> o2111ai_1"
  crit_required_ns: 2799.08
  reg2regPathDepth: 10
  regToRegSetupSlack_ns: 2793.27
  r2r-start: "mem[728][2]"
  r2r_end: "DATA_BYTE[2]"
  critical-path-top-delay-family: "buffers and inverters"
  cp.arrival_ns: 569.48
cts:
  clock_sinks: 8224
  postCtsSetupBuffers: 0
  ctsHoldBuffers: 0
  cts.htree.levels: 6
  ctsLongestPathBuffers: 5
  cts_tree: "built"
  clockRootBuffer: "clkbuf_16"
  clkLatencyLatePin_ns: 1.30
  cts.repair.resized: 0
  clkSlewWorstSetupHoldPaths_ns: 0.07
  cts_made_buffers: 895
placement:
  dp_hpwl_um: 1580000
  place_inst: 55300
  gp_congestion: 1.05
  dpl_worst_slack_ns: 2228.15
  io_buffers: 61
power:
  power.share.sequential_pct: 43.2
  sw_frac_of_total_pct: 28.9
  p_int_mw: 0.224
  p_per_area_nw_per_um2: 0.564
  p_total_mw: 0.315
  ir_drop_uv: 0.674
  p_comb_share_pct: 17.5
  power.switching_mw: 0.0909
  leakagePower_nw: 182
  pwr-share-clk_pct: 39.3
layout:
  layout.cells.non_filler: 57500
  syn2layout_area_growth_pct: 13.8
  drive_above_1_share_pct: 27.8
  final_util_pct: 34.3
floorplanning:
  fp.dieH_um: 1280
  ios: 62
  coreArea_um2: 1630000
  die-width_um: 1280
  die_area_um2: 1640000
  fp_util_pct: 30.1
  rows: 469
global_route:
  grt_use_met1_pct: 26.8
  grt_max_degree: 143
  grt_pass1_vias: 372000
  grt-ovfl-total: 0
  top_usage_layer: "met2"
  antenna_found_initial: 326
  grtUsageTotal_pct: 28.7
  gr-usage-met2_pct: 37.5
  met3_usage_pct: 26.4
  grt_pass1_wl_um: 3060000
job:
  cap_violations: 1
  warning_count: 91
status:
  violations: "max-capacitance violations, max-slew violations"
  status: "finished, violations left"
## sequential cells by signal, indices dropped and copies added (netlist names)
name	count
mem	8192
DATA_UPPER_20BIT	20
DATA_BYTE	8
DATA_LOW_12BIT	4
## power by group through the flow
stage	clock network (mW)	logic, mW	registers [mW]
CTS	0.125	0.0527	0.136
global route	0.128	0.0558	0.136
finish	0.124	0.0550	0.136
## worst register-to-register path, stage by stage, from the launching register on
cell      delay (ns)
edfxtp_1        0.39
mux2i_1         0.10
mux2i_1         0.18
mux2i_1         0.10
a22oi_1         0.59
o211ai_1        0.21
nor4_2          1.19
buf_4           0.25
or4b_2          0.35
nand4_1         0.72
nor4_2          0.56
## per-layer routing
metal	vias to the layer above	wire length [µm]
met5	-	17400
met4	420	215000
met3	6603	477000
met2	32000	925000
met1	182000	634000
li1	143000	-
## Yosys cell counts (all sizes together), types with 229 or more instances
cell type  number
edfxtp       8224
o32ai         232
nor4          269
nor2b         778
a32oi         366
a211oi       1307
mux2i        3671
nand2        3694
nor2         1511
clkbuf       1289
o221ai        229
nor3          316
o22ai         649
nand3        1271
a21oi         892
buf          2199
mux2          286
mux4         5070
## logic make-up (layout without fill, tap and decap cells)
kind of cell	count (synthesis)	after routing	synth area share, %
other	0	553	0
buffers and inverters	3516	4560	3.14
xor gates and xnor gates	34	34	0.0660
muxes	9027	9027	31.4
AOI/OAI and AO/OA	4974	4974	7.28
adders and majority gates	6	6	0.0153
DFF	8224	8224	50.3
and+or+nand+nor	8452	8452	7.82
## stage by stage
stage / area, µm² / hold WS [ns]
floorplan: 491000 / 1.02
global placement: 527000 / 1.25
detailed placement: 527000 / 1.20
CTS: 557000 / 1.23
global route: 558000 / 1.30
finish: 559000 / 1.25
## cells in the final DEF (no fill, tap or decap), drive strengths merged, types with 83 or more instances in the layout
master / netlist / layout
a211oi: 1307 / 1307
a21oi: 892 / 892
a221oi: 132 / 132
a31oi: 165 / 165
a32oi: 366 / 366
buf: 2199 / 2837
bufinv: 0 / 119
clkbuf: 1289 / 1044
clkinv: 1 / 398
diode: 0 / 553
edfxtp: 8224 / 8224
mux2: 286 / 286
mux2i: 3671 / 3671
mux4: 5070 / 5070
nand2: 3694 / 3694
nand3: 1271 / 1271
nand3b: 103 / 103
nand4: 181 / 181
nor2: 1511 / 1511
nor2b: 778 / 778
nor3: 316 / 316
nor4: 269 / 269
o2111ai: 116 / 116
o211ai: 108 / 108
o21ai: 189 / 189
o221ai: 229 / 229
o22a: 122 / 122
o22ai: 649 / 649
o32ai: 232 / 232
or4: 83 / 83
## how the worst max path moves through the flow
stage,start,endpoint,slack [ns],depth (start not counted)
6_report,ADDR[0],DATA_UPPER_20BIT[14],2229.60,20
5_1_grt,ADDR[0],DATA_UPPER_20BIT[14],2228.80,20
4_1_cts,ADDR[0],DATA_UPPER_20BIT[14],2229.46,20
## cell type report
type	count	area [µm²]
diodes	553	1380
fillers	153000	1070000
flip-flops and latches	8224	247000
clock inverters	607	6740
multi-input cells	22500	231000
inverters	28	119
repair buffers	2881	22700
well taps	21700	27100
clock buffers	1044	23200
Power and IR drop assume default switching activity.
